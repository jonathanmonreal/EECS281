### flow/run.sh
#!/bin/bash
# OpenROAD 26Q1-2900-gdf79404cd8, Yosys 0.63+post, stock flow scripts
make -C /OpenROAD-flow-scripts/flow DESIGN_CONFIG=/design/flow/config.mk WORK_HOME=/design/flow/orfs finish
### flow/config.mk
export PLATFORM = sky130hd
export DESIGN_NAME = cpu4
export DESIGN_NICKNAME = cpu4
export VERILOG_FILES = /design/flow/design.v
export SDC_FILE = /design/flow/constraint.sdc
export NUM_CORES = 4
export LEC_CHECK = 1
export CORE_AREA = 10 10 70 70
export DIE_AREA = 0 0 80 80
### flow/constraint.sdc
current_design cpu4

set clk_period 2.7
set clk_io_pct 0.2

create_clock -name clk0 -period $clk_period [get_ports {clk}]

set non_clock_inputs [all_inputs -no_clocks]
set_input_delay [expr $clk_period * $clk_io_pct] -clock clk0 $non_clock_inputs
set_output_delay [expr $clk_period * $clk_io_pct] -clock clk0 [all_outputs]
### flow/design.v
module adder(A, B, CI, S, CO);
	input A, B, CI;
	output S, CO;
	assign S = A ^ B ^ CI;
	assign CO = (A & B) + ((A ^ B) & CI);
endmodule
module alu(A, B, CI, S0, S1, F, CO);
	input A, B, CI, S0, S1;
	output F, CO;
	adder U1(A, B ^ S0, CI & S1, F, CO);
endmodule
module alu4(A, B, S, F);
	input [3:0] A, B;
	input [1:0] S;
	output [3:0] F;
	wire CO0, CO1, CO2, CO3;
	alu B0(A[0], B[0], S[0], S[0], S[1], F[0], CO0);
	alu B1(A[1], B[1], CO0, S[0], S[1], F[1], CO1);
	alu B2(A[2], B[2], CO1, S[0], S[1], F[2], CO2);
	alu B3(A[3], B[3], CO2, S[0], S[1], F[3], CO3);
endmodule
module cpu4(clk, reset, s, b, a);
	input clk, reset;
	input [3:0] b;
	input [1:0] s;
	output [3:0] a;
	wire [3:0] f;
	alu4 U1(a, b, s, f);
	dff4 U2(clk, reset, f, a);
endmodule
module dff4(clk, reset, d, q);
	input clk, reset; 
	input [3:0] d;
	output reg [3:0] q;
	always @ (posedge clk or posedge reset)
		if (reset) q = 0;
		else q = d;
endmodule
==> run notes <==
Flow results follow.

Counting the warning lines in the Yosys log gives 1. The number of antenna violations at the first check in global routing is 0. In this run the power density over the cells is 746 nW/µm². After floorplanning, the core was divided into 21 placement rows. The category of the most critical setup path is primary input to flip-flop. The static leakage is 0.000213 µW. The average wire per cell in the routed design is 7.39 µm. The final layout contains routed wiring with a total length of 628 µm. The count of cells in the finished layout, fillers not included, comes to 85.

The detailed-route via count is 202. The cell count after placement is 82. The area of the die is 6400 µm². Hold is met by 0.497 ns. Counting flops and latches in the post-synthesis netlist gives 4.

The maximum clock rate is 388 MHz. The clock slew seen by the registers of the worst setup and hold paths is 0.04 ns. The synthesized netlist handed to floorplanning was reported with a cell count of 28. The fraction of layout cells with a size suffix above 1 is 0.308. The count of final hold-check violations is 0. Once iteration 0 of detailed routing completed, the report listed 7 DRC markers. The report shows a maximum critical-path fanout of 4. Post-route period utilization is reported as 0.954. The flip-flop count of the largest register after layout is 4. At the pin with the least slew margin, the transition time is 0.215 ns. The final max-slew violation count recorded for this run is 0. The overall track demand over capacity in global routing is 0.0198. The data arrival at the endpoint of the critical path is 2.68 ns.

According to the hold report, the worst path is of the primary input to async pin type. The total of buffers placed on input and output ports is 11. Per the cell usage report, the commonest logic cells after layout are sky130_fd_sc_hd__clkdlybuf4s50_1, sky130_fd_sc_hd__inv_1, sky130_fd_sc_hd__dfrtp_1. IR analysis of the VDD net gives a maximum drop of 0.134 mV. The worst setup path is captured at a flip-flop. Per the OpenROAD floorplan log, the height of the die is 80 µm. The total of max-cap violations is 0. The worst pin sits at a relative slew slack of 0.856. Setup repair after global routing left no endpoint under its margin. The run finished with clean final reports. The met1 usage is 0.0183. The cell area after technology mapping is 308 µm².

The worst setup path is launched from a primary input. Per the GRT congestion report, total overflow comes to 0. The floorplan step set the die width to 80 µm. The clock sink count is 4.

The gate-level netlist out of Yosys references 9 unique cell types. Per the skew report, the later register of the worst-skew pair sees a clock latency of 0.23 ns. The logs give a warning total of 25. Yosys reports a chip area of 308 µm². Per the layout report, the design carries 390 filler cells. The area of the core region is 3420 µm².

During I/O placement, the number of pins put on the boundary was 12. The via count of the first global-routing pass is 260. For this run, the register share of the synthesized area comes to 0.325. The average instance in the mapped netlist occupies 11.0 µm². TritonCTS created 3 clock buffers.

The relative area change from synthesis to final layout is 56.5%. The initial utilization of the core area, before any placement, comes to 0.0901. At the placement stage, the worst setup path has a slack of -0.574 ns. The worst-case setup margin in the final layout is 0.124 ns.

The TritonCTS clock tree is built. The final weighted congestion in routability-driven placement is 0.714. On the final layout, the worst clock skew is 0.000201 ns.

The total iterations of the first detailed-routing run is 2. Per the post-route antenna check, the number of violating nets is 0. The smallest clock period supported by the final layout is computed as 2.58 ns.

The final standard cell area without fillers is 482 µm². The synthesized netlist was found by Yosys to have 28 cells.

In this run the most used layer during global routing was met2. The required time reported for the critical path endpoint is 2.80 ns. The top logic cell by instance count in the layout is sky130_fd_sc_hd__clkdlybuf4s50_1. Setup violations remaining at the end of the flow were counted as 0. The root buffer cell chosen for the clock tree is sky130_fd_sc_hd__clkbuf_4. The clock tree buffer depth is 2.

met3 track demand over resource after global routing is 0.00455. The post-placement cell area is 468 µm². The number of H-tree levels is 1.

The first global-routing pass estimated 1050 µm of wire. The number of diodes is 0. The via density per instance is 2.38. The total power is 359 µW. On met2, the global router reports a usage of 0.0377.

The total half-perimeter wirelength after legalization and detailed placement is 572 µm. The DRC violation count after routing is 0. Entering global routing, the biggest net connects 5 pins.
==> synth_stat cells <==
library cell	instances	area, µm²
sky130_fd_sc_hd__and2b_1	1	7.51
sky130_fd_sc_hd__buf_4	5	37.5
sky130_fd_sc_hd__dfrtp_1	4	100
sky130_fd_sc_hd__fa_1	3	60.1
sky130_fd_sc_hd__inv_1	7	26.3
sky130_fd_sc_hd__nand2_1	1	3.75
sky130_fd_sc_hd__or2b_1	2	15.0
sky130_fd_sc_hd__xnor2_1	4	35.0
sky130_fd_sc_hd__xnor3_1	1	22.5
==> through the flow <==
| stage | util | setup TNS, ns |
|---|---|---|
| after floorplan | - | 0 |
| after global placement | 0.137 | -0.916 |
| after detailed placement | 0.137 | -0.961 |
| after CTS | 0.144 | 0 |
| after global routing | 0.141 | 0 |
| final | 0.141 | 0 |
==> per-layer routing <==
layer	wire, µm	vias to the layer above
met5	0	-
met4	23	0
met3	56	2
met2	354	7
met1	194	97
li1	-	96
==> cells by family (layout without fill, tap and decap cells) <==
kind of cell	count (synthesis)	after routing	synth area share
simple gates	4	4	0.0853
buf+inv	12	23	0.207
flops	4	4	0.325
fa+ha+maj	3	3	0.195
xor+xnor	5	5	0.187
==> cell type report <==
class                      count  area (µm²)  share of cell area
inverter                       7        26.3              0.0545
clock buffer                   3        22.5              0.0468
timing repair buffer          13         114               0.236
multi-input combinational     12         161               0.335
tap                           46        57.6               0.119
sequential                     4         100               0.208
==> where the power goes <==
part           internal, µW  total [µW]  switching (µW)
Sequential             93.1         111            18.0
Combinational           115         177            61.8
Clock                  49.5        71.4            21.9
==> worst paths after layout <==
path                            slack (ns)      end     from  depth (start not counted)
min in group clk0                     0.73  U2.q[3]  U2.q[3]                          2
worst max register to register        0.30  U2.q[3]  U2.q[0]                          8
worst min register to register        0.73  U2.q[3]  U2.q[3]                          2
max in group asynchronous             2.06  U2.q[3]    reset                          2
worst max-delay path                  0.12  U2.q[3]     s[0]                          9
worst min-delay path                  0.50  U2.q[0]    reset                          2
==> critical path, cell delays in order <==
cell and delay [ns]:
sky130_fd_sc_hd__buf_2 0.14, sky130_fd_sc_hd__xnor2_2 0.15, sky130_fd_sc_hd__fa_2 0.34, sky130_fd_sc_hd__or2b_1 0.24, sky130_fd_sc_hd__fa_2 0.32, sky130_fd_sc_hd__or2b_1 0.24, sky130_fd_sc_hd__fa_2 0.32, sky130_fd_sc_hd__and2b_1 0.20
sky130_fd_sc_hd__xnor3_1 0.20
==> timing repair <==
| action | in CTS | in global routing |
|---|---|---|
| hold endpoints to repair | 0 | 0 |
| resized | 6 | 4 |
| pin swaps | 0 | 2 |
| gates cloned | 0 | 0 |
| hold buffers | 0 | 0 |
| setup buffers | 0 | 0 |
| endpoints found under the setup margin | 2 | 1 |
Power is estimated from default activity; no workload was simulated.
